==> /design/flow/config.mk <==
export PLATFORM = sky130hd
export DESIGN_NAME = dec32
export DESIGN_NICKNAME = dec32
export VERILOG_FILES = /design/flow/design.v
export SDC_FILE = /design/flow/constraint.sdc
export NUM_CORES = 4
export LEC_CHECK = 1
export CORE_AREA = 10 10 70 70
export DIE_AREA = 0 0 80 80
==> /design/flow/constraint.sdc <==
current_design dec32

set clk_period 1.3
set clk_io_pct 0.2

create_clock -name clk0 -period $clk_period

set non_clock_inputs [all_inputs -no_clocks]
set_input_delay [expr $clk_period * $clk_io_pct] -clock clk0 $non_clock_inputs
set_output_delay [expr $clk_period * $clk_io_pct] -clock clk0 [all_outputs]
==> /design/flow/design.v <==
`timescale 1ps/1ps
module dec16(out, in, sel);  
	output logic [15:0] out;
	input logic in;
	input logic [3:0] sel;
	logic not_sel, topbit, not_topbit;
	not #50 n0 (not_sel, sel[3]);
	and #50 a0 (topbit, in, sel[3]);
	and #50 a1 (not_topbit, in, not_sel);
	dec8 d0 (.out(out[7:0]), .in(not_topbit), .sel(sel[2:0]));
	dec8 d1 (.out(out[15:8]), .in(topbit), .sel(sel[2:0]));
endmodule 
`timescale 1ps/1ps
module dec32(out, in, sel); 
	output logic [31:0] out;
	input logic in;
	input logic [4:0] sel;
	logic not_sel, topbit, not_topbit;
	not #50 n0 (not_sel, sel[4]);
	and #50 a0 (topbit, in, sel[4]);
	and #50 a1 (not_topbit, in, not_sel);
	dec16 d0 (.out(out[15:0]), .in(not_topbit), .sel(sel[3:0]));
	dec16 d1 (.out(out[31:16]), .in(topbit), .sel(sel[3:0]));
endmodule 
module dec32_testbench();  
	logic in;
	logic [4:0] sel;
	logic [31:0] out;
	dec32 dut (.out, .in, .sel);
	integer i;
	initial begin
		for(i=0; i<(64); i++) begin
			{in, sel[4], sel[3], sel[2], sel[1], sel[0]} = i; #400;
		end
	end
endmodule
`timescale 1ps/1ps
module dec4(out, in, sel);  
	output logic [3:0] out;
	input logic in;
	input logic [1:0]sel;
	logic [1:0] not_sel;
	not #50 n0 (not_sel[0], sel[0]);
	not #50 n1 (not_sel[1], sel[1]);
	and #50 a0 (out[0], not_sel[0], not_sel[1], in);
	and #50 a1 (out[1], sel[0], not_sel[1], in);
	and #50 a2 (out[2], not_sel[0], sel[1], in);
	and #50 a3 (out[3], sel[0], sel[1], in);
endmodule
module dec4_testbench();  
	logic in;
	logic [1:0] sel;
	logic [3:0] out;
	dec4 dut (.out, .in, .sel);
	integer i;
	initial begin
		for(i=0; i<(8); i++) begin
			{sel[1], sel[0], in} = i; #250;
		end
	end
endmodule
`timescale 1ps/1ps
module dec8(out, in, sel);  
	output logic [7:0] out;
	input logic in;
	input logic [2:0] sel;
	logic not_sel, topbit, not_topbit;
	not #50 n0 (not_sel, sel[2]);
	and #50 a0 (topbit, in, sel[2]);
	and #50 a1 (not_topbit, in, not_sel);
	dec4 d0 (.out(out[3:0]), .in(not_topbit), .sel(sel[1:0]));
	dec4 d1 (.out(out[7:4]), .in(topbit), .sel(sel[1:0]));
endmodule 
==> /design/flow/run.sh <==
#!/bin/bash
# OpenROAD 26Q1-2900-gdf79404cd8, Yosys 0.63+post, stock flow scripts
make -C /OpenROAD-flow-scripts/flow DESIGN_CONFIG=/design/flow/config.mk WORK_HOME=/design/flow/orfs finish
==> results_slide.txt <==
Synthesis and Place & Route Summary

Synth
  • Syn Area/Cell: ~4.9 µm²
  • Distinct lib cells: 9
  • Synthesized cell area: about 230 µm²
  • Synth Seq Share: 0
  • Ys Warns: 0
  • Yosys Instances: between 40 and 50
  • Cell count after synthesis: ~47
  • Yosys stat chip area: approximately 230 µm²

Timing
  • # setup viols final: 12
  • Slew @ Worst Pin: between 0.2 and 0.3 ns
  • Final period util: 1.12
  • Final worst path period need: around 1.5 ns
  • Fin. Hold Viols: 0
  • RSZ-0062 raised after global routing: true
  • Slew Limit Fails: 0
  • FMAX: approximately 0.7 GHz
  • Normalized max-slew margin: 0.819
  • Worst Setup Slack, final: -0.161 ns

Job
  • Max cap viols: 0
  • Tool warnings: 34

Routing
  • Via/cell ratio: between 3 and 4
  • Routed Wire Length: 1790 µm
  • N_diodes: 0
  • TritonRoute pass-1 iters: 4
  • DRC errors left: 0
  • Via count: approximately 580
  • Antenna violation net count after detailed routing: 0
  • 1st-iter DRT viols: 12
  • WL/cell: about 12 µm

Placement
  • Post-DP HPWL: about 1200 µm
  • Pre-CTS setup slack: -0.849 ns
  • Placed Instance Area: 687 µm²
  • GPL Wtd Cong: slightly below 0.8
  • Port Buf Inserts: 38
  • Placed Cells: roughly 130

Worst setup path
  • Crit. Startpoint: sel[4]
  • Crit end category: output port
  • CP Max Fanout: 3
  • Arrival time worst endpoint: approximately 1.2 ns
  • Critical Path Most Common Cell: buf_6
  • Required time worst endpoint: about 1.0 ns
  • Largest delay share family, worst path: simple AND/OR/NAND/NOR gates
  • Critical path's slowest cell: or4b_4
  • Crit path kind: in2out
  • CP cell instances: buf_6, or4b_4, buf_6, nor2_2, buf_2
  • CP Buf/Inv Count: 3
  • CP peak stage delay: about 0.55 ns
  • Setup crit start kind: primary input

Power
  • Maximum VDD drop: about 48 µV
  • P_leak: approximately 0.43 nW
  • Cell Pwr Density: about 190 nW/µm²
  • Total power: 172 µW

Die
  • Fp_density: 0.0674
  • Die area: ~6400 µm²
  • Row cnt: 21
  • Width of the die: 80 µm
  • Core area: approximately 3400 µm²
  • Vert. Die Dim: around 80 µm
  • # IOs: 38

GRT
  • Vias in the first global route: 535
  • First-pass GRT wire length: roughly 2600 µm
  • Global route total overflow: 0
  • Initial antenna violation count: 0
  • Gr usage total: 0.0476
  • Largest net degree at the start of global routing: 9

Layout
  • Reg area: 0 µm²
  • Most common logic cell in the routed design: buf_2
  • Fin cells: approximately 150
  • Clock buf count: 0
  • Most instantiated logic cells after routing: 26 x buf_2, 15 x nor2_1, 15 x buf_6, 11 x nor2_2, 11 x buf_4
  • Layout cell share with drive strength beyond 1: 0.804
  • Flop count: 0
  • Fin area: between 900 and 1000 µm²
  • Fillers: between 300 and 400
  • P&R area growth vs syn: 292%
  • Fin util: 0.264
  • MI comb area: 359 µm²

Outcome
  • Status: complete, but fails checks
  • Failing checks: negative setup slack

Worst hold path
  • Hold WC Path Type: in2out
  • HP Start: sel[0]

Clock tree
  • Hold Buf Count CTS: 0
## per-stage QoR
step                hold WS, ns  TNS [ns]
detailed placement         1.63    -22.05
floorplan                 0.645         0
finish                    0.869    -0.917
global placement           1.62    -22.03
global route              0.887     -1.64
CTS                       0.860    -0.932
## cell type report
class	instances	area share
well taps	46	0.0638
repair buffers	63	0.538
multi-input cells	44	0.398
## repair_timing
action	4_1_cts	5_1_grt
pin swaps	40	17
gates resized	139	29
setup endpoints to repair	32	31
endpoints found under the hold margin	0	0
setup buffers	23	1
## cells by family (layout without fill, tap and decap cells)
| kind of cell | count (synthesis) | in the layout | synth area share |
|---|---|---|---|
| buf+inv | 3 | 63 | 0.0489 |
| simple gates | 44 | 44 | 0.951 |
## path summary, 6_finish.rpt
path                 end  cells past startpoint
setup / recovery  out[8]                      5
hold / removal    out[0]                      4
## report_power, final
group | switching (mW) | internal [mW]
clock network | 0 | 0
logic | 0.0742 | 0.0976
registers | 0 | 0
total | 0.0742 | 0.0976
## cell usage after synthesis, drive strengths merged
master	count	area share
nand2	1	0.016
clkbuf	3	0.049
nand4b	3	0.11
nor2	32	0.52
nand2b	2	0.054
nand4	1	0.027
or4b	1	0.043
nand4bb	3	0.15
or2	1	0.027
## metal layers
metal,up-vias,share of wire,GRT usage
met5,-,0,0
met4,0,0,0
met3,0,0.15,0.0193
met2,33,0.43,0.0851
met1,271,0.42,0.0549
li1,278,-,-
No activity file was given, so power comes from the tool's default toggle rates.
