[flow/config.mk]
export PLATFORM = sky130hd
export DESIGN_NAME = d_ff64
export DESIGN_NICKNAME = d_ff64
export VERILOG_FILES = /design/flow/design.v
export SDC_FILE = /design/flow/constraint.sdc
export NUM_CORES = 4
export LEC_CHECK = 1
export CORE_AREA = 10 10 124 124
export DIE_AREA = 0 0 134 134
[flow/design.v]
module D_FF (q, d, clk, reset);  
	output reg q;
	input d, clk;
	input reset;
	always_ff @(posedge clk)
	if (reset)
		q <= 0;  
	else
		q <= d;  
endmodule 
`timescale 1ps/1ps
module d_ff64(out, in, clk, enable, curr, rst);
	output logic [63:0] out;
	input logic [63:0] in, curr;
	input logic clk, enable, rst;
	logic [63:0] WIRE0;
	logic [63:0] WIRE1;
	logic [63:0] WIRE2;
	logic not_enable;
	not #50 n0 (not_enable, enable);
	genvar i; 
	generate
		for (i=0; i<64; i++) begin : eachDFF
			and #50 a0 (WIRE0[i], in[i], enable);
			and #50 a2 (WIRE1[i], curr[i], not_enable);
			or #50 o0 (WIRE2[i], WIRE1[i], WIRE0[i]);
			D_FF d0 (.q(out[i]), .d(WIRE2[i]), .clk(clk), .reset(rst));
		end
	endgenerate
endmodule 
[flow/constraint.sdc]
current_design d_ff64

set clk_period 1.0
set clk_io_pct 0.2

create_clock -name clk0 -period $clk_period [get_ports {clk}]

set non_clock_inputs [all_inputs -no_clocks]
set_input_delay [expr $clk_period * $clk_io_pct] -clock clk0 $non_clock_inputs
set_output_delay [expr $clk_period * $clk_io_pct] -clock clk0 [all_outputs]
[flow/run.sh]
#!/bin/bash
# OpenROAD 26Q1-2900-gdf79404cd8, Yosys 0.63+post, stock flow scripts
make -C /OpenROAD-flow-scripts/flow DESIGN_CONFIG=/design/flow/config.mk WORK_HOME=/design/flow/orfs finish
==> run_results.csv <==
group,metric,value,unit
final_timing,rsz0062_at_grt,"false",
global_route,grtUsageTotal,9.15,%
final_timing,period_needed,0.951,ns
logic_synthesis,synth.distinct_cells,8,
floorplan,chipArea,18000,um^2
clock_tree,cts_tree,"done",
pwr,power_density,1580,nW/um^2
floorplan,core,12700,um^2
worst_setup_path,crit_path_end_kind,"output port",
global_route,antenna_found_initial,0,
final_timing,setup_viol,0,
layout,area_delta_synth_final,57.5,%
layout,largest_register,"eachDFF.d0.q",
job,maxCapViolCount,0,
logic_synthesis,yosys_warnings,1,
worst_setup_path,cp.arrival,0.75,ns
layout,drive_above_1_share,21.7,%
detailed_routing,drc,0,
clock_tree,cts_buffer_depth,2,
detailed_routing,diodes,0,
detailed_routing,post_drt_wl_per_cell,14.9,um
final_timing,fmax,1050,MHz
final_timing,min_period_over_period,95.1,%
detailed_routing,drtPass1Iterations,4,
floorplan,die_w,134,um
logic_synthesis,post-synth-top-area-cell,"dfxtp_1",
logic_synthesis,async_reset_ff_share,0,%
logic_synthesis,yosys_most_used_dff,"dfxtp_1",
final_timing,tightest_slew,0.259,ns
floorplan,rows,41,
global_route,grt_pass1_wl,13.0,mm
floorplan,fp_util,21.9,%
detailed_routing,dr.first_iter.drc_count,48,
pwr,total_power,6.90,mW
outcome,status,"finished clean",
final_timing,finalMaxSlewViolations,0,
logic_synthesis,top_cells_by_area,"dfxtp_1 (46%), mux2i_1 (23%), buf_4 (17%)",
worst_setup_path,cp_slowest_cell,"dfxtp_1",
worst_setup_path,cpPeakStageDelay,0.31,ns
detailed_routing,vias_per_cell,3.68,
hold_path,worstHoldStart,"enable",
clock_tree,clock-sinks,64,
worst_setup_path,crit_chain,"buf_2",
logic_synthesis,yosysChipArea,2770,um^2
logic_synthesis,synth_cells,270,
worst_setup_path,required,0.80,ns
hold_path,min_path_cells,3,
global_route,grt-ovfl-total,0,
pwr,p_leak,2.03,nW
clock_tree,post_cts_buffers,0,
worst_setup_path,cp_top_family,"flip-flops",
logic_synthesis,syn-mean-instance-area,10.3,um^2
detailed_routing,wl,8.64,mm
detailed_routing,antenna_left,0,
logic_synthesis,top_cell_area_share,46.2,%
worst_setup_path,critPathLaunch,"eachDFF[63].d0.q$_SDFF_PP0_",
clock_tree,cts_resized,219,
job,warnings,25,
hold_path,worstHoldEndpoint,"eachDFF[63].d0.q$_SDFF_PP0_",
placed_design,gp_congestion,0.745,
logic_synthesis,netlist_top_cells_count,"buf_4 (64), dfxtp_1 (64), mux2i_1 (64), nor2_1 (64)",
clock_tree,cts-htree-levels,3,
logic_synthesis,yosys_cells,270,
global_route,grt_max_degree,48,
logic_synthesis,synth_seq_share,46.2,%
clock_tree,cts_made_buffers,9,
logic_synthesis,ys.flops,64,
worst_setup_path,path_class,"register to output port",
final_timing,final.setup.worst_slack,0.0486,ns
floorplan,die_y,134,um
pwr,irDropWorstVdd,626,uV
floorplan,io_pins,195,
hold_path,hold_path.class,"primary input to register",
layout,top_regs,"eachDFF.d0.q (64)",
clock_tree,ctsHoldBuffers,0,
clock_tree,path_clk_slew,0.05,ns
final_timing,hold_ws,0.197,ns
worst_setup_path,critPathMaxFanout,1,
final_timing,slew_headroom,82.7,%
placed_design,io_buffers,194,
worst_setup_path,path_buffers,1,
layout,largest_reg_flops,64,
global_route,grt_pass1_vias,2238,
clock_tree,cts_root_buf,"clkbuf_16",
placed_design,pre_cts_slack,-0.0398,ns
worst_setup_path,start_kind,"register",
logic_synthesis,synth_area,2770,um^2
logic_synthesis,synth-edff-count,0,
detailed_routing,vias,2127,
final_timing,finalHoldViolCount,0,
placed_design,dp_hpwl,7.07,mm
[area by class of cell]
class	instances	area, um^2
well taps	172	215
flip-flops and latches	64	1290
multi-input cells	128	881
repair buffers	198	1680
clock buffers	13	260
fillers	1344	8310
clock inverters	3	40.0
[through the flow]
stage	util, %	instance area (um^2)	cells	TNS [ns]
2_1_floorplan	-	2770	270	0
5_1_grt	34.4	4360	578	0
6_report	34.4	4360	578	0
4_1_cts	34.4	4360	578	0
3_5_place_dp	34.6	4380	562	-0.133
3_3_place_gp	34.6	4380	562	-0.0552
[routing by layer]
| layer | share of wire (%) | routed length (um) | track usage [%] |
|---|---|---|---|
| met1 | 37 | 3170 | 10.2 |
| met2 | 53 | 4600 | 16.6 |
| met3 | 8.0 | 694 | 3.11 |
| met4 | 2.0 | 177 | 1.75 |
| met5 | 0 | 0 | 0 |
[power breakdown]
part | internal (mW) | total, mW | leakage (nW) | switching (mW)
sequential | 2.73 | 2.76 | 0.535 | 0.0340
combinational | 0.719 | 1.02 | 1.35 | 0.304
clock | 2.06 | 3.12 | 0.150 | 1.06
[worst max-delay path by stage]
stage | endpoint | slack (ns) | cells past startpoint
final | out[63] | 0.05 | 1
after global routing | out[63] | 0.008 | 1
after CTS | out[63] | 0.006 | 1
[kinds of logic (layout without fill, tap and decap cells)]
kind of cell / count (synthesis) / after routing / synth area share (%)
and+or+nand+nor: 64 / 64 / 8.67
DFF: 64 / 64 / 46.2
muxes: 64 / 64 / 23.1
buffers and inverters: 78 / 214 / 22.0
[cells in the final DEF (no fill, tap or decap)]
| cell type | instances |
|---|---|
| buf_12 | 3 |
| buf_2 | 65 |
| buf_4 | 2 |
| bufinv_16 | 1 |
| clkbuf_1 | 2 |
| clkbuf_16 | 9 |
| clkbuf_8 | 2 |
| clkdlybuf4s50_1 | 128 |
| clkinv_2 | 2 |
| dfxtp_1 | 60 |
| dfxtp_2 | 4 |
| mux2i_1 | 64 |
| nor2_1 | 64 |
Power figures rest on the tool's default switching activity, not on a simulated workload.
